$ cat config.mk
export PLATFORM = sky130hd
export DESIGN_NAME = baud_gen_16
export DESIGN_NICKNAME = baud_gen_16
export VERILOG_FILES = /design/flow/design.v
export SDC_FILE = /design/flow/constraint.sdc
export NUM_CORES = 4
export LEC_CHECK = 1
export CORE_AREA = 10 10 98 98
export DIE_AREA = 0 0 108 108
$ cat constraint.sdc
current_design baud_gen_16

set clk_period 8.6
set clk_io_pct 0.2

create_clock -name clk0 -period $clk_period [get_ports {clk}]

set non_clock_inputs [all_inputs -no_clocks]
set_input_delay [expr $clk_period * $clk_io_pct] -clock clk0 $non_clock_inputs
set_output_delay [expr $clk_period * $clk_io_pct] -clock clk0 [all_outputs]
$ cat design.v
`timescale 1ns / 1ps
module baud_gen_16(clk, rst, br, div);
input clk,rst;
output reg br;
reg [15:0]brgcount;
input [15:0]div;
always @(posedge clk)
begin
    if(rst)
    begin
        brgcount = div;
        br = 0;
    end
    else 
        brgcount = brgcount + 1'b1;
    if (brgcount==div)
    begin
        brgcount = 16'b0000_0000_0000_0000;
        br = ~br;
    end
end
endmodule
$ cat run.sh
#!/bin/bash
# OpenROAD 26Q1-2900-gdf79404cd8, Yosys 0.63+post, stock flow scripts
make -C /OpenROAD-flow-scripts/flow DESIGN_CONFIG=/design/flow/config.mk WORK_HOME=/design/flow/orfs finish
==> flow_metrics.py <==
# Metrics from the implementation run
metrics = {
    "status": {
        "status": "complete, no violations",
    },
    "critical_path": {
        "start_kind": "input pin",
        "required_ns": 8.75,
        "crit_type": "in2reg",
        "r2r_start": "brgcount[0]",
        "rr_worst_depth": 8,
        "crit_end": "brgcount[5]",
        "cp-startpoint": "div[3]",
        "r2r_setup_slack_ns": 5.45,
        "critPathMaxFanout": 16,
        "cp.arrival_ns": 4.21,
        "r2r_end": "brgcount[5]",
        "cp-end-kind": "flop",
    },
    "place": {
        "placed_area_um2": 1440,
        "hpwl_mm": 2.22,
        "port_buffers": 18,
        "gp_congestion": 0.826,
    },
    "final_timing": {
        "drv_slew": 0,
        "fmax_mhz": 246,
        "clock_skew_ns": 0.00169,
        "finalClockPeriodUsage": 0.472,
        "setup_viol_count_final": 0,
        "worst_pin_slew_ns": 0.855,
        "fin_tns_setup_ns": 0,
        "whs_ns": 0.511,
        "finalHoldViolCount": 0,
        "fin_crit_ns": 4.06,
        "rsz0062_at_grt": "false",
        "slew-limit-headroom": 0.430,
    },
    "logic_synthesis": {
        "synthMostInstantiatedCell": "xnor2_1",
        "synth_stat.cells": 133,
        "ys_sh_simple": 0.289,
        "netlist_top_cells_count": "xnor2_1, dfxtp_1, nor2_1, nor2_2",
        "logic_family": "simple AND/OR/NAND/NOR gates",
        "async_flop_share": 0,
        "synth-xor-area-share": 0.211,
        "synth.cellmix.compoundShare": 0.133,
        "edf_count": 0,
        "mux_share": 0.0183,
        "yosys.area.top_type_share": 0.293,
        "netlist-cell-type-count": 40,
        "yosysWarnings": 1,
        "ys_sh_adder": 0.0108,
        "numSynthFlops": 17,
        "ys_area_um2": 1160,
        "seq_area_frac_synth": 0.293,
        "flop_cell": "dfxtp_1",
        "syn_area_um2": 1160,
        "synth.area.top_cells": "dfxtp_1, xnor2_1, xor2_1",
        "synth.avg_cell_area_um2": 8.73,
        "yosysTopAreaCell": "dfxtp_1",
        "synth_cells": 133,
    },
    "clocking": {
        "cts_resized": 0,
        "tritoncts": "done",
        "clock.latency.late_pin_ns": 0.25,
        "cts.sinks": 17,
        "h-tree-depth": 1,
        "cts_buffer_depth": 2,
        "cts_hold_buf": 0,
        "clock-root-buffer": "clkbuf_8",
        "clk_pin_slew_ns": 0.07,
        "cts_buffers": 3,
        "post_cts_buffers": 0,
    },
    "power_and_ir_drop": {
        "p_per_area_nw_per_um2": 112,
        "cellLeakagePower_nw": 0.472,
        "vdd_ir_drop_max_mv": 0.0537,
    },
    "flow_run": {
        "warning_count": 25,
        "cap_violations": 0,
    },
    "die": {
        "dieArea_um2": 11700,
        "fp-utilization": 0.152,
        "io_pins": 19,
        "die_h_um": 108,
        "rows": 32,
        "core_area_um2": 7650,
        "die_width_um": 108,
    },
    "layout": {
        "drive_above_1_share": 0.147,
        "syn2layout_area_growth_pct": 27.6,
        "fin_area_um2": 1480,
        "final_core_util": 0.194,
    },
    "drt": {
        "ant_nets": 0,
        "diodes": 0,
        "drc": 0,
        "routedWlPerCell_um": 11.1,
        "vias": 960,
        "drt_first_iter_violations": 61,
        "dr.pass1.iters": 4,
        "totalWireLength_mm": 2.79,
        "vias_per_cell": 3.81,
    },
    "global_route": {
        "grt_pass1_vias": 940,
        "grt_pass1_wl_mm": 4.64,
        "antenna_found_initial": 0,
        "grt.total_usage": 0.0492,
        "grt_max_degree": 17,
        "grt-ovfl-total": 0,
    },
    "min_path": {
        "min_path_type": "reg2reg",
    },
}
[stage by stage]
step	setup slack [ns]	total power [mW]	std cells
floorplan	5.23	0.0973	133
global placement	4.26	0.109	248
detailed placement	4.25	0.109	248
CTS	4.52	0.169	252
global route	4.36	0.175	252
finish	4.54	0.167	252
[layer usage]
layer  track usage  vias up  wire length (µm)
met5             0        -                 0
met4       0.00573        0                41
met3        0.0108        2                82
met2        0.0845       13              1380
met1        0.0634      433              1280
li1              -      512                 -
[flip-flops by register name, summed over array words and instances, names as in the netlist]
| name | flops |
|---|---|
| br | 1 |
| brgcount | 16 |
[kinds of logic after synthesis]
| group | Yosys count |
|---|---|
| compound gates | 17 |
| xor+xnor | 28 |
| fa+ha+maj | 1 |
| buf+inv | 10 |
| flops | 17 |
| mux | 2 |
| simple gates | 58 |
[worst max-delay path: stages]
cell and delay, ns:
clkdlybuf4s50_1 0.41, xnor2_1 0.21, xnor2_1 0.14, nand2_1 0.08
a221oi_1 0.40, nand4_2 0.22, o31ai_4 0.78, o21ba_1 0.24
[where the power goes]
group          total (mW)  switching, mW  leakage, nW  internal [mW]
Clock              0.0596         0.0275       0.0255         0.0321
Sequential         0.0819        0.00198        0.138         0.0799
Combinational      0.0251         0.0108        0.309         0.0143
Total               0.167         0.0402        0.472          0.126
[cell type report]
| cell class | count | area (µm²) |
|---|---|---|
| Clock buffer | 3 | 41.3 |
| Clock inverter | 1 | 5.00 |
| Fill cell | 829 | 6170 |
| Inverter | 5 | 18.8 |
| Multi-Input combinational cell | 106 | 768 |
| Sequential cell | 17 | 340 |
| Tap cell | 102 | 128 |
| Timing Repair Buffer | 18 | 180 |
[cells in the final DEF (no fill, tap or decap), drive strengths merged, types with 2 or more instances in the layout]
| cell | n |
|---|---|
| nand4 | 5 |
| o31ai | 2 |
| nor4 | 3 |
| nand2 | 5 |
| clkdlybuf4s50 | 18 |
| nor3 | 6 |
| xor2 | 8 |
| clkbuf | 3 |
| and3 | 2 |
| nand3 | 9 |
| nor2 | 21 |
| dfxtp | 17 |
| a21oi | 3 |
| inv | 5 |
| and4 | 3 |
| o21ai | 2 |
| a221oi | 3 |
| xnor2 | 20 |
[worst min-delay path by stage]
stage / from / end / cells past startpoint
6_report: br / br / 2
5_1_grt: br / br / 2
4_1_cts: br / br / 2
Power figures rest on the tool's default switching activity, not on a simulated workload.
