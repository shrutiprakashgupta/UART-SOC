**/design/flow/config.mk**
```make
export PLATFORM = sky130hd
export DESIGN_NAME = transmit
export DESIGN_NICKNAME = transmit
export VERILOG_FILES = /design/flow/design.v
export SDC_FILE = /design/flow/constraint.sdc
export NUM_CORES = 4
export LEC_CHECK = 1
export CORE_AREA = 10 10 75 75
export DIE_AREA = 0 0 85 85
```
**/design/flow/constraint.sdc**
```tcl
current_design transmit

set clk_period 1.8
set clk_io_pct 0.2

create_clock -name clk0 -period $clk_period [get_ports {br}]

set non_clock_inputs [all_inputs -no_clocks]
set_input_delay [expr $clk_period * $clk_io_pct] -clock clk0 $non_clock_inputs
set_output_delay [expr $clk_period * $clk_io_pct] -clock clk0 [all_outputs]
```
**/design/flow/design.v**
```verilog
`timescale 1ns / 1ps
module transmit(br, start, stop, parity, intt, thr, prev, thr_out, tx);
input br;
input start, stop, intt;
input [1:0]parity;
input [7:0]thr, prev;
output reg [7:0]thr_out;
output reg tx;
reg [1:0]mode;
always @(posedge br)
begin
    if({start,stop}==2'b10)
        mode = 2'b00;
    else 
        if({start,stop}==2'b01)
            mode = 2'b01;
        else
            if(parity[0]==1'b1)
                mode = 2'b10;
            else
                mode = 2'b11;     
end
always @(negedge br)
begin
    case(mode[1:0])
        3'b00: 
        begin 
            tx <= 1'b0;
            if(intt == 1'b1)
                thr_out <= prev;
            else
                thr_out <= thr;
        end
        3'b01: tx <= 1'b1;
        3'b10: tx <= parity[1];
        3'b11:
        begin
            thr_out[7] <= 1'b0;
            thr_out[6] <= thr_out[7];
            thr_out[5] <= thr_out[6];
            thr_out[4] <= thr_out[5];
            thr_out[3] <= thr_out[4];
            thr_out[2] <= thr_out[3];
            thr_out[1] <= thr_out[2];
            thr_out[0] <= thr_out[1];
            tx <= thr_out[0];
        end
    endcase
end        
endmodule
```
**/design/flow/run.sh**
```bash
#!/bin/bash
# OpenROAD 26Q1-2900-gdf79404cd8, Yosys 0.63+post, stock flow scripts
make -C /OpenROAD-flow-scripts/flow DESIGN_CONFIG=/design/flow/config.mk WORK_HOME=/design/flow/orfs finish
```
==> notes.md <==
Notes on the physical implementation.

- For reference, the final report shows the hold violation count at 0.
- Grouping non-sequential cells by family puts the most area in multiplexers.
- Yosys reports that the most numerous cell types are 8 x sky130_fd_sc_hd__edfxtp_1, 8 x sky130_fd_sc_hd__mux2i_1, 7 x sky130_fd_sc_hd__nand2_1.
- The register bit count reported by yosys is 13, for reference.
- The chip area from the yosys synthesis statistics is 554 um^2, for reference.
- Row generation in the floorplan step produced 23 rows.
- The clock slew seen by the registers of the worst setup and hold paths is ~40 ps, for reference.
- The script parses the final routing iteration and logs DRC violations as 0.
- The delay contributed by the slowest stage of the critical path is ~380 ps, for reference.
- The synthesized netlist was found by Yosys to have around 45 cells.
- Per the final layout report, the fraction of cells sized above drive strength 1 comes to 33.7%.
- The flow ran to the end, but the final reports show violations.
- The total overflow reported by the global router is 0, for reference.
- The final max-slew violation count recorded for this run is 0.
- The critical path is of the reg2out type.
- The relative max-transition margin is around nine tenths, for reference.
- The number of warnings reported in the stage logs is 37.
- The synthesis report names the predominant flop master as sky130_fd_sc_hd__edfxtp_1.
- Measured along the x axis, the die boundary spans 85 um.
- The path class of the tightest hold or removal check is reg2reg.
- After synthesis, flip-flops and latches occupy between 60 and 70% of the total area.
- For the worst setup path, the data arrival time is between 1500 and 2000 ps.
- Summed over all cells, the static leakage comes to about 0.5 nW.
- The clock arrives with 72.2 ps of skew.
- The clock tree has to reach 13 sinks.
- The switching power of the nets is 0.000204 W, for reference.
- The transition time at the pin with the least slew margin is 167 ps, for reference.
- The max-cap violation count is 0, for reference.
- Summing the areas of all fa, ha and maj instances in the mapped netlist gives 0% of the synthesized area.
- The area added between synthesis and finish is 89.2%, for reference.
- Setup repair after global routing could not meet its margin everywhere.
- The routed via count is between 500 and 600, for reference.
- Detailed placement reports a standard cell area of about 960 um^2.
- The share of the synthesized area in the top cell type is a little over two fifths, for reference.
- Dividing the detail-routed via count by the number of cells gives between 3 and 4.
- Looking at area per cell type in the netlist, the leader is sky130_fd_sc_hd__edfxtp_1.
- After Yosys synthesis, and, or, nand and nor cells account for between 10 and 15% of the synthesized area.
- The post-synthesis cell type count is 15, for reference.
- The area of the core region is 4060 um^2, for reference.
- The fraction of the core area covered by cells at the end of the flow is 25.8%, for reference.
- The final timing report gives a worst setup slack of -293 ps.
- The mean routed wirelength per cell is roughly 11 um, for reference.
- For the completed layout, the total cell area is recorded as ~1000 um^2.
- The filler cells instantiated in the layout total around 430.
- The ratio of total power to cell area is roughly 800 nW/um^2, for reference.
- Per the finish-stage timing summary, setup violations number 9.
- STA classifies the critical path endpoint as a primary output.
- The HPWL after detailed placement is 1360 um.
- In the synthesized netlist, the number of instances is 45.
- The cell-internal power is 0.000636 W, for reference.
- The number of antenna violations at the first check in global routing is 0, for reference.
- CTS added clock buffers totalling 3.
- For this run, the script counts the antenna cells in the layout as 0.
- The largest vdd supply drop is around 0.00034 V, for reference.
- The top-level I/O count is 31, for reference.
- The TritonCTS clock tree is done, for reference.
- The share of async-settable or async-resettable flops after synthesis is 0%, for reference.
- The first-pass detailed-route iteration total is 3, for reference.
- The critical path goes through buf_2.
- The detailed router reported a total wirelength of ~1700 um.
- The total global routing track utilization is under 10%, for reference.
- Per STA, the worst path accumulates the most delay in the family flip-flops.
- The slowest cell on the critical path is sky130_fd_sc_hd__edfxtp_1, for reference.
- Looking at the power breakdown, combinational cells take roughly 18% of the total.
- The required time at the worst endpoint is listed as about 1400 ps.
- The via count of the first global-routing pass is between 500 and 600, for reference.
- The clock root buffer is sky130_fd_sc_hd__clkbuf_8, for reference.
- The synthesized design contains 8 enable-type register cells.
- Buffers placed on the I/O ports in this run total 30.
- The layout report lists the combined flip-flop and latch area as approximately 340 um^2.
- The count of yosys warnings during synthesis is 1, for reference.
- Yosys attributes the largest share of cell area to sky130_fd_sc_hd__edfxtp_1 43%, sky130_fd_sc_hd__dfxtp_1 18%, sky130_fd_sc_hd__mux2i_1 14%, sky130_fd_sc_hd__o21ai_1 5.4%, sky130_fd_sc_hd__nand2_1 4.7%.
- The biggest fanout along the worst timing path is 2, for reference.
- The height of the chip is between 80 and 90 um, for reference.
- Of the total power, the share spent switching nets is 24.3%.
- The share of synthesized cell area in and-or and or-and compound cells is 9.03%, for reference.
- The first global-routing pass estimated between 2000 and 3000 um of wire.
- The later pin in the worst-skew pair is clocked with a latency of 310 ps.
- Before placement the cells fill 13.7% of the core.
- The checks that failed: setup timing.
- The startpoint class of the critical path is a flop, for reference.
- Per the post-route antenna check, the number of violating nets is 0.
- The area fraction in xor and xnor cells is 0%, for reference.
- The number of buffer and inverter stages on the critical path is 1, for reference.
- The number of buffers between clock root and the deepest sink is 2, for reference.
- The deepest level of the CTS H-tree is 1, for reference.
- The logic area is roughly 200 um^2, for reference.
- The post-synthesis cell area is between 500 and 600 um^2, for reference.
- The proportion of power drawn by flip-flops and latches is between 40 and 50%, for reference.
- The detailed router's first-iteration violation count is 37, for reference.
- The post-CTS hold buffer count recorded in the log is 0.
- A synthesized cell averages about 12 um^2.
- The clock share of power is approximately two fifths, for reference.
- The area of the die is approximately 7200 um^2, for reference.
- Per the gpl log, the routability congestion estimate is 0.737.
- Entering global routing, the biggest net connects 10 pins.
- The multiplexer area fraction after synthesis is approximately 14%, for reference.
==> metrics by stage <==
step	worst slack [ps]	power [W]	TNS, ps	std cells	hold slack [ps]
2_1_floorplan	-69.7	0.000447	-367	45	432
3_3_place_gp	-617	0.000557	-7450	131	516
3_5_place_dp	-644	0.000560	-7680	131	503
4_1_cts	-309	0.000847	-2370	148	552
5_1_grt	-354	0.000913	-2660	151	613
6_report	-293	0.000840	-2240	151	558
==> worst reg2reg max path, stage by stage (launching register included) <==
cell and delay (ps):
sky130_fd_sc_hd__dfxtp_2 330, sky130_fd_sc_hd__buf_6 130, sky130_fd_sc_hd__a221o_2 330
==> sequential cells by signal (all words and copies together) (netlist names) <==
signal	cells
thr_out	8
mode	4
tx	1
==> worst paths after layout <==
| check | from | slack, ps | to | cells after the start |
|---|---|---|---|---|
| setup reg to reg | mode[3] | 60 | tx | 2 |
| hold / removal | thr_out[5] | 560 | thr_out[4] | 2 |
| hold reg to reg | thr_out[5] | 560 | thr_out[4] | 2 |
| setup / recovery | thr_out[0] | -290 | thr_out[0] | 1 |
==> kinds of logic (layout without fill, tap and decap cells) <==
logic type,count (synthesis),in the layout
AOI/OAI and AO/OA,8,8
buffers and inverters,3,59
DFF,13,13
muxes,8,8
and+or+nand+nor,13,13
==> what timing repair did <==
action,CTS,global route
resized,49,4
endpoints found under the setup margin,18,12
pin swaps,7,1
setup buffers,5,3
==> layout make-up <==
cell class	instances	share of cell area, %
clock inverters	9	3.22
multi-input cells	29	18.9
well taps	50	5.97
flip-flops and latches	13	32.6
clock buffers	4	4.30
repair buffers	46	35.1
==> power by group through the flow <==
stage     Clock [W]  Sequential [W]  Combinational (W)
4_1_cts    0.000339        0.000362           0.000145
5_1_grt    0.000379        0.000365           0.000169
6_report   0.000326        0.000362           0.000151
==> cell usage in the layout (no fill, tap or decap) <==
cell / instances
sky130_fd_sc_hd__mux2i_2: 1
sky130_fd_sc_hd__nor2_1: 1
sky130_fd_sc_hd__buf_4: 13
sky130_fd_sc_hd__nand2_1: 7
sky130_fd_sc_hd__nor3b_1: 1
sky130_fd_sc_hd__buf_2: 10
sky130_fd_sc_hd__inv_1: 9
sky130_fd_sc_hd__clkbuf_1: 1
sky130_fd_sc_hd__edfxtp_1: 8
sky130_fd_sc_hd__clkbuf_8: 3
sky130_fd_sc_hd__nor2b_1: 2
sky130_fd_sc_hd__o21ai_2: 1
sky130_fd_sc_hd__a221o_2: 1
sky130_fd_sc_hd__dlymetal6s2s_1: 2
sky130_fd_sc_hd__mux2i_1: 7
sky130_fd_sc_hd__clkdlybuf4s50_1: 3
sky130_fd_sc_hd__dfxtp_2: 1
sky130_fd_sc_hd__nor3_1: 1
sky130_fd_sc_hd__dfxtp_1: 4
sky130_fd_sc_hd__o21ai_1: 6
sky130_fd_sc_hd__dlygate4sd2_1: 15
sky130_fd_sc_hd__or2_4: 1
sky130_fd_sc_hd__buf_6: 3
==> layer usage <==
| layer | global-route usage [%] | up-vias | wire length, um |
|---|---|---|---|
| met5 | 0 | - | 0 |
| met4 | 0.898 | 0 | 6 |
| met3 | 2.50 | 2 | 129 |
| met2 | 7.29 | 18 | 784 |
| met1 | 5.08 | 212 | 739 |
| li1 | - | 273 | - |
No activity file was given, so power comes from the tool's default toggle rates.
