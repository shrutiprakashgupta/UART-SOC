`/design/flow/design.v`:
```
`timescale 1ns / 1ps
module recv(clk, sample_clk, rx, ideal_rx, rv_data);
input clk, sample_clk, rx, ideal_rx;
output reg [7:0]rv_data;
reg [3:0]high_bit, low_bit;
reg null;
initial 
    rv_data = 8'b0000_0000;
always @(posedge sample_clk)
begin
    high_bit = 4'b0000;
    low_bit = 4'b0000;
    null = 1'b0;
end
always @(negedge clk)
if(ideal_rx==1'b0)
begin
    if(null==1'b0)
    begin
        if(rx == 1'b0)
            low_bit = low_bit + 4'b0001;
        else
            high_bit = high_bit + 4'b0001;
    end
end
always @(negedge sample_clk)
if(ideal_rx == 1'b0)
begin
    if(high_bit >= low_bit)
        rv_data[7] <= 1'b1;
    else
        rv_data[7] <= 1'b0;
    rv_data[6] <= rv_data[7];
    rv_data[5] <= rv_data[6];
    rv_data[4] <= rv_data[5];
    rv_data[3] <= rv_data[4];
    rv_data[2] <= rv_data[3];
    rv_data[1] <= rv_data[2];
    rv_data[0] <= rv_data[1];
    null = 1'b1;
end
endmodule
```
`/design/flow/run.sh`:
```
#!/bin/bash
# OpenROAD 26Q1-2900-gdf79404cd8, Yosys 0.63+post, stock flow scripts
make -C /OpenROAD-flow-scripts/flow DESIGN_CONFIG=/design/flow/config.mk WORK_HOME=/design/flow/orfs finish
```
`/design/flow/config.mk`:
```
export PLATFORM = sky130hd
export DESIGN_NAME = recv
export DESIGN_NICKNAME = recv
export VERILOG_FILES = /design/flow/design.v
export SDC_FILE = /design/flow/constraint.sdc
export NUM_CORES = 4
export LEC_CHECK = 1
export CORE_AREA = 10 10 70 70
export DIE_AREA = 0 0 80 80
```
`/design/flow/constraint.sdc`:
```
current_design recv

set clk_period 1.0
set clk_io_pct 0.2

create_clock -name clk0 -period $clk_period [get_ports {clk}]
create_clock -name clk1 -period $clk_period [get_ports {sample_clk}]

set non_clock_inputs [all_inputs -no_clocks]
set_input_delay [expr $clk_period * $clk_io_pct] -clock clk0 $non_clock_inputs
set_output_delay [expr $clk_period * $clk_io_pct] -clock clk0 [all_outputs]
```
==> flow_summary.yaml <==
# flow metrics
status:
  status: "complete, but fails checks"
  violations: "negative setup slack"
clock_network:
  cts_hold_buf: 0
  cts_sinks: 8
  cts_max_level: 1
  cts_inserted_buffers: 3
  cts.path.max_buffers: 2
  cts_tree: "built"
  path_clk_slew_ps: 40
  cts_root_buf: "clkbuf_4"
placed_design:
  gp_congestion: 0.6759
  dp_hpwl_um: 380.2
  dpl_cell_area_sq_um: 402.9
  port_buffers: 9
detailed_routing:
  post_drt_wl_per_cell_um: 6.833
  antenna_left: 0
  drc_errors: 0
  vias_per_cell: 2.141
  drt_first_iter_violations: 0
  vias: 167
  routed_wl_um: 533
  firstDrtPassIters: 1
  n_antenna_cell: 0
cells_and_area:
  reg.largest.list: "rv_data x8"
  largest_reg_flops: 8
  final_cell_area_sq_um: 421.7
  drive_gt1_frac: 0.4688
  areaGrowthSynthToFinish_pct: 67.66
  top_register: "rv_data"
setup_path:
  reg2reg_slack_ps: 250
  cp-end-kind: "primary output"
  startpoint_type: "flop"
  r2r-end: "rv_data[1]"
  path_buffers: 1
  cp_cell_sequence: "buf_2"
  slowest_stage: "edfxtp_1"
  cp_max_fo: 2
  cpPeakStageDelay_ps: 370
  r2r_start: "rv_data[2]"
  crit_family: "flip-flops"
  reg2regPathDepth: 1
  worstSetupPathType: "flop to primary output"
  arrival_ps: 1310
  cp.required_ps: 800
sta:
  maxSlewViolCount: 0
  setup_violations: 8
  grt_setup_unrepaired: "yes"
  fin_ws_ps: -513.6
  tns_ps: -4020
  skew_ps: 9.639
  hold_violations: 0
die:
  dieWidth_um: 80
  dieArea_sq_um: 6400
  die_h_um: 80
  core.rowCount: 21
  coreArea_sq_um: 3416
  initial_utilization: 0.07363
  pin_count: 12
yosys:
  syn-cell-area_sq_um: 251.5
  ys_warn_count: 18
  ys_cells: 11
  syn_area_per_cell_sq_um: 22.86
  synth_cell_types: 3
  syn-instance-count: 11
  yosys-stat-area_sq_um: 251.5
  synth_seq_share: 0.9552
  synth_flops: 8
min_path:
  holdPathStages: 0
  hold_end: "rv_data[3]"
  hold_class: "flop to flop"
  hp-start: "rv_data[4]"
power:
  leakagePower_uw: 0.0001831
  p_per_area_nw_per_um2: 1888
  vdd_drop_max_mv: 0.8228
global_routing:
  grt_overflow: 0
  antenna_found_initial: 0
  grt_pass1_vias: 185
  grt_pass1_wl_um: 786
  grt_start_max_net_pins: 9
  track_usage: 0.01709
job:
  cap_viol_max_count: 0
  tool_warnings: 39
## cells by family after synthesis
kind of cell / count (synthesis) / share of synthesized area
flops: 8 / 0.9552
buf+inv: 2 / 0.02986
other cells: 1 / 0.01491
## worst max-delay path by stage
stage     cells past startpoint       start    endpoint
4_1_cts                       1  rv_data[5]  rv_data[5]
5_1_grt                       1  rv_data[7]  rv_data[7]
6_report                      1  rv_data[5]  rv_data[5]
## power by group
group | total (uW) | switching (uW) | leakage [uW] | internal [uW]
registers | 404 | 8.01 | 0.0000783 | 396
clock network | 360 | 179 | 0.0000564 | 180
logic | 31.9 | 13.3 | 0.0000484 | 18.6
## synthesized netlist by cell type
master / n / area share
edfxtp_1: 8 / 0.96
conb_1: 1 / 0.015
inv_1: 2 / 0.030
## metrics by stage
stage	hold slack, ps	util	cells	total power [uW]	setup WS, ps
2_1_floorplan	400.3	-	11	462.3	-105.3
3_3_place_gp	436.8	0.1179	66	509.2	-679.6
3_5_place_dp	436.8	0.1179	66	510.6	-695.5
4_1_cts	438.0	0.1212	77	823.7	-540.0
5_1_grt	445.8	0.1234	78	871.6	-590.6
6_report	438.2	0.1234	78	795.9	-513.6
## final cells by class
type                       instances  area, sq um
fill                             403         2994
sequential                         8        240.2
timing repair buffer              11        60.06
tap                               46        57.56
clock inverter                     8        30.03
clock buffer                       3        22.52
inverter                           1        7.507
multi-input combinational          1        3.754
## timing repair
| action | 4_1_cts | 5_1_grt |
|---|---|---|
| setup endpoints to repair | 16 | 8 |
| setup buffers | 1 | 1 |
| resized | 29 | 0 |
## placed cells by master, fill, tap and decap left out, drive strengths merged
cell,count
clkbuf,3
inv,8
conb,1
clkinvlp,1
edfxtp,8
buf,11
## per-layer routing
layer  global-route usage  vias up  share of wire
met1              0.01783       75           0.52
li1                     -       80              -
met5                    0        -              0
met2              0.01204       12           0.26
met4             0.007042        0              0
met3              0.03182        0           0.22
Power and IR drop assume default switching activity.
